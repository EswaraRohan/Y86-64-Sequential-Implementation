### flow/run.sh
#!/bin/bash
# OpenROAD 26Q1-2900-gdf79404cd8, Yosys 0.63+post, stock flow scripts
make -C /OpenROAD-flow-scripts/flow DESIGN_CONFIG=/design/flow/config.mk WORK_HOME=/design/flow/orfs finish
### flow/config.mk
export PLATFORM = sky130hd
export DESIGN_NAME = Fetch
export DESIGN_NICKNAME = Fetch
export VERILOG_FILES = /design/flow/design.v
export SDC_FILE = /design/flow/constraint.sdc
export NUM_CORES = 4
export LEC_CHECK = 1
export CORE_UTILIZATION = 40
### flow/constraint.sdc
current_design Fetch

set clk_period 12.5
set clk_io_pct 0.2

create_clock -name clk0 -period $clk_period [get_ports {clk}]

set non_clock_inputs [all_inputs -no_clocks]
set_input_delay [expr $clk_period * $clk_io_pct] -clock clk0 $non_clock_inputs
set_output_delay [expr $clk_period * $clk_io_pct] -clock clk0 [all_outputs]
### flow/design.v
module Fetch(clk, PC , icode , ifun , rA , rB , valC , valP , halt_prog , is_instruction_valid,pcvalid) ;
parameter SIZE = 63 ;
input [63:0] PC ;
input clk ;
output reg [3:0] ifun ;
output reg [3:0] icode ;
output reg [3:0] rA ;
output reg [3:0] rB ; 
output reg signed[63:0] valC ;
output reg signed[63:0] valP ;
output reg is_instruction_valid ;
output reg halt_prog ;
output reg pcvalid ;
reg [7:0] Instruction_memory[0:128];  
reg [0:7] byte1 ;
reg [0:7] byte2 ;
reg signed [0:63] if_valC_req ;
initial begin
   Instruction_memory[0] = 8'b01100000;  
   Instruction_memory[1] = 8'b00000011;  
   Instruction_memory[2] = 8'b00100000;  
   Instruction_memory[3] = 8'b00000011;  
   Instruction_memory[4] = 8'b01000000;  
   Instruction_memory[5] = 8'b00000011;  
   Instruction_memory[6] = 8'b00000000;   
   Instruction_memory[7] = 8'b00000000;
   Instruction_memory[8] = 8'b00000000;
   Instruction_memory[9] = 8'b00000000;
   Instruction_memory[10] = 8'b00000000;
   Instruction_memory[11] = 8'b00000000;
   Instruction_memory[12] = 8'b00000000;
   Instruction_memory[13] = 8'b00001111;
   Instruction_memory[14] = 8'b00010000;  
   Instruction_memory[15] = 8'b00010000;  
   Instruction_memory[16] = 8'b00000000;  
end
always@(posedge clk) 
  begin 
    byte1 = {Instruction_memory[PC]} ;
    byte2 = {Instruction_memory[PC+1]} ;
    icode = byte1[0:3];
    ifun  = byte1[4:7];
    if_valC_req = 64'd0 ;
    valC = 0;
    if(icode==4'b0011 || icode==4'b0100 || icode==4'b0101 || icode==4'b0111 || icode ==4'b1000)
    begin
    if_valC_req = {Instruction_memory[PC+2] , Instruction_memory[PC+3] , Instruction_memory[PC+4] , Instruction_memory[PC+5] , Instruction_memory[PC+6] , Instruction_memory[PC+7] , Instruction_memory[PC+8] , Instruction_memory[PC+9]} ;
    end
    is_instruction_valid = 1'b1 ;
    halt_prog = 0 ;
    if(icode == 4'b0000)  
    begin
      halt_prog = 1;
      valP = PC + 64'd1;   
    end
    else if(icode == 4'b0001)  
    begin
      valP = PC + 64'd1;
    end
    else if(icode == 4'b0010)  
    begin
      rA = byte2[0:3];
      rB = byte2[4:7];
      valP = PC + 64'd2;
    end
    else if(icode == 4'b0011)  
    begin
      rA = byte2[0:3];
      rB = byte2[4:7];
      valC = if_valC_req;
      valP = PC + 64'd10;
    end
    else if(icode == 4'b0100)  
    begin
      rA = byte2[0:3];
      rB = byte2[4:7];
      valC = if_valC_req;
      valP = PC + 64'd10;
    end
    else if(icode == 4'b0101)  
    begin
      rA = byte2[0:3];
      rB = byte2[4:7];
      valC = if_valC_req;
      valP = PC + 64'd10;
    end
    else if(icode == 4'b0110)  
    begin
      rA = byte2[0:3];
      rB = byte2[4:7];
      valP = PC + 64'd2;
    end
    else if(icode==4'b0111)  
    begin
      valC = if_valC_req;
      valP = PC + 64'd9;
    end
    else if(icode == 4'b1000)  
    begin
      valC = if_valC_req;
      valP = PC + 64'd9;
    end
    else if(icode == 4'b1001)  
    begin
      valP = PC+64'd1;
    end
    else if(icode == 4'b1010)  
    begin
      rA = byte2[0:3];
      rB = byte2[4:7];
      valP = PC + 64'd2;
    end
    else if(icode==4'b1011)  
    begin
      rA = byte2[0:3];
      rB = byte2[4:7];
      valP = PC + 64'd2;
    end
    else 
    begin
      is_instruction_valid = 1'b0;
    end
    pcvalid = 0;
    if(PC > 1023)
    begin
      pcvalid = 1 ;
    end
  end
endmodule
==> run summary <==
Status: finished, final reports clean
Final Hold Vio Count: 0
Critical hold path startpoint: PC[58]
DRT Pass-1 Iters: 7
Slew margin rel.: 0.334
Syn Area/Cell: 9.27 um^2
Final Critical Period: 6200 ps
Die y size: 135 um
DP HPWL: 18300 um
Synthesized registers: 117
Critical path arrival: 6490 ps
Layout cell share with drive strength beyond 1: 0.0690
Hold Path Depth: 2
Synth area leader: edfxtp_1
Std cell rows: 48
Die W: 135 um
Period utilization: 0.496
Min-delay worst type: in -> reg
Tool Warnings: 39
# hold bufs at CTS: 0
Largest net degree at the start of global routing: 35
Via/cell ratio: 5.51
Pre-Place Util: 0.410
Cell count in the Yosys report: 765
Final setup viols: 0
PostCTS Resize Cnt: 0
CP endpoint kind: flop
CTS Buf Count: 17
Routed wire length: 23800 um
Chip Area: 0.0183 mm^2
Top Layout Cells: 201 x clkdlybuf4s50_1, 77 x conb_1, 72 x nand2_1
Via count: 6827
Yosys synthesis chip area: 0.00709 mm^2
Top Ports: 212
Post-CTS Setup Bufs: 0
Peak supply drop: 0.0831 mV
Setup TNS: 0 ps
GRT Total Usage: 0.274
Crit Path Class: in -> reg
Routed len/inst: 19.2 um
Detailed Route Iter0 Violations: 557
Clk root buf: clkbuf_16
Max Fclk: 161 MHz
Port bufs: 201
Congestion Overflow GR: 0
Seq share, synth: 0.428
Initial antenna violation count: 0
Hold Crit Endpoint: valP[58]$_DFFE_PP_
Cell count after synthesis: 765
Max Buffers Root-to-Sink: 2
Commonest flop: edfxtp_1
Area leader share: 0.292
Number of max-slew violations in the final report: 0
CP required: 12790 ps
Core area: 0.0173 mm^2
Diodes inserted: 0
Register clock-pin slew on the reported worst setup and hold paths: 60 ps
CTS Sinks: 117
CTS tree: done
Commonest Layout Cell: clkdlybuf4s50_1
Max H-tree Level: 4
Synth warnings: 1
First-pass GRT wire length: 36500 um
Drc violations: 0
Max-Cap Viols: 0
Worst-margin pin slew: 997 ps
PwrDens: 109 mW/mm^2
Top cells by area: edfxtp_1 29%, dfxtp_1 14%, xnor2_1 5.8%, nand2_1 3.8%, ha_1 3.4%
RSZ-0062 raised after global routing: false
LEAKAGE: 3.49 nW
Cell Type Count: 74
Critical path peak fanout: 34
Vias in the first global route: 6289
RePlAce Congestion: 0.957
CP startpoint kind: input pin
Area Overhead vs Synth: 40.1%
EDFF count, synth: 69
Final core utilization: 0.575
Post-Syn Area: 0.00709 mm^2
Async SR Flop Fraction: 0
Final ANT Viol Nets: 0
## cell type report
type,count,area (um^2)
fill,1538,7360
tap,225,282
clock inverter,11,101
multi-input combinational,634,3850
inverter,20,75.1
clock buffer,21,504
sequential,117,3030
timing repair buffer,211,2090
## power breakdown
part / leakage, nW / switching, mW / internal (mW)
combinational: 2.14 / 0.0785 / 0.0762
clock: 0.298 / 0.195 / 0.296
sequential: 1.05 / 0.00621 / 0.432
## critical path, stage by stage
cell	delay [ps]
clkdlybuf4s50_1	450
buf_4	350
inv_1	230
ha_1	360
or4b_4	580
a211oi_2	820
nor2_1	140
buf_4	240
a2111oi_2	360
o21ai_1	150
nor3_1	160
a211o_1	120
## logic make-up (layout without fill, tap and decap cells)
group,count (synthesis),count (layout),synth area share
flops,117,117,0.428
xor+xnor,68,68,0.0840
fa+ha+maj,19,19,0.0335
compound gates,123,123,0.111
simple gates,346,346,0.272
mux,1,1,0.00159
other cells,2,77,0.00106
buf+inv,89,263,0.0683
## cells in the mapped netlist, types with 5 or more instances
master and instances:
a21oi_1 44, a31oi_1 10, and3_1 12, buf_2 14
buf_4 31, clkbuf_1 20, dfxtp_1 48, edfxtp_1 69
ha_1 19, inv_1 19, nand2_1 72, nand3_1 40
nand4_1 24, nor2_1 52, nor3_1 47, nor3_2 5
nor3b_1 6, nor4_1 34, o21ai_0 24, or3_1 14
xnor2_1 47, xor2_1 21
## layer usage
| metal | up-vias | wire, um | track usage |
|---|---|---|---|
| li1 | 3203 | - | - |
| met1 | 3238 | 11000 | 0.452 |
| met2 | 358 | 10200 | 0.381 |
| met3 | 28 | 2260 | 0.0657 |
| met4 | 0 | 441 | 0.0431 |
| met5 | - | 0 | 0 |
## registers in the layout, indices dropped and copies added, names as in the netlist
register,flops
halt_prog,1
icode,3
ifun,2
is_instruction_valid,1
pcvalid,1
rA,3
rB,2
valC,40
valP,64
## worst max path at each step
stage | slack [ps] | to | from | cells after the start
finish | 6300 | valP[15]$_DFFE_PP_ | PC[0] | 12
global route | 6040 | valP[15]$_DFFE_PP_ | PC[0] | 12
CTS | 6380 | valP[15]$_DFFE_PP_ | PC[0] | 12
## through the flow
step                      area, um^2  std cells  power, mW  hold WS, ps  setup slack (ps)
after floorplan                 7370        840      0.506         2590              7420
after global placement          9330       1207      0.600         3160              6150
after detailed placement        9330       1207      0.599         3160              5990
after CTS                       9940       1239       1.09         2820              6380
after global routing            9940       1239       1.13         2830              6040
final                           9940       1239       1.08         2820              6300
Power is estimated from default activity; no workload was simulated.
