==> /design/flow/run.sh <==
#!/bin/bash
# OpenROAD 26Q1-2900-gdf79404cd8, Yosys 0.63+post, stock flow scripts
make -C /OpenROAD-flow-scripts/flow DESIGN_CONFIG=/design/flow/config.mk WORK_HOME=/design/flow/orfs finish
==> /design/flow/config.mk <==
export PLATFORM = sky130hd
export DESIGN_NAME = PC_UPDATE
export DESIGN_NICKNAME = PC_UPDATE
export VERILOG_FILES = /design/flow/design.v
export SDC_FILE = /design/flow/constraint.sdc
export NUM_CORES = 4
export LEC_CHECK = 1
export CORE_AREA = 10 10 132 132
export DIE_AREA = 0 0 142 142
==> /design/flow/constraint.sdc <==
current_design PC_UPDATE

set clk_period 23.1
set clk_io_pct 0.2

create_clock -name clk0 -period $clk_period

set non_clock_inputs [all_inputs -no_clocks]
set_input_delay [expr $clk_period * $clk_io_pct] -clock clk0 $non_clock_inputs
set_output_delay [expr $clk_period * $clk_io_pct] -clock clk0 [all_outputs]
==> /design/flow/design.v <==
module PC_UPDATE(valP,valC,valM,Cnd,icode,PC,PC__Update);
  input [63:0] valP;  
  input [63:0] valC;  
  input [63:0] valM;  
  input Cnd;          
  input [3:0] icode;  
  input [63:0] PC;   
  output reg [63:0] PC__Update;
  always@(*) begin 
    if (icode == 4'b0111) begin
      if  (Cnd == 1'b1) begin
        PC__Update = valC;
      end
      else begin
        PC__Update = valP;
      end
    end
    if (icode == 4'b1000) begin
      PC__Update = valC;
    end
    if (icode == 4'b1001) begin
      PC__Update = valM;
    end
    else begin
      PC__Update = valP;
    end
  end   
endmodule
==> run notes <==
Normalized max-slew margin: 0.456. Worst path arrival time: 7.21 ns. Largest fanout of any net on the critical path: 45. The routed layout has 1,375 vias.

For the final routed DRC violation total, the log shows 0. Post-cts sizing count: 0. The area inside the core boundary is 0.0145 mm^2. The portion of the clock cycle consumed by the worst path in the final layout came out at 0.512.

Tally of yosys warning messages: 1. Across the run, the number of max-cap violations was 0. Routability-driven placement finished with a final weighted congestion of 0.747. The last timing report of the flow puts the setup violation total at 0. Entering global routing, the biggest net connects 46 pins. Per the final timing report, the hold violations number 0. The tools report the leakage power of the design as 1.21 nW. The flow ran to the end, and the final reports show no timing, DRC or antenna violations. In this run the remaining antenna-violating nets after routing total 0. The chip area line in the Yosys stat output reads 0.00109 mm^2. With the accumulated negative setup slack at 0 ns, the core utilization of the finished layout is 0.218. Via count of the first global-routing pass: 1,633.

Startpoint type of the worst setup path: an input pin. The distinct cell type count of the synthesized netlist was 5; the number of hold buffers added after cts was 0. Setup repair after global routing left no endpoint under its margin.

Sequential cell area fraction in the yosys report: 0. For this run the detailed placement stage logged an HPWL of 6240 um. The initial core utilization was 0.0750.

Relative to the synthesized area, the layout overhead comes to 190%. The run gives 0 for the final antenna diode count. Per the post-synthesis report, the number of cells in the design is 72.

In the post-synthesis netlist, the biggest area contributors are sky130_fd_sc_hd__mux2_4 (83%), sky130_fd_sc_hd__buf_12 (11%), sky130_fd_sc_hd__mux2_2 (4.1%). The flow reports an fmax of 84.5 MHz. The detailed-router iteration count before antenna repair was 2.

The number of warnings in the stage logs is 161, and the total wirelength of the detailed-routed design is 6630 um. The run gives 15.7 mW/mm^2 for the total power per unit cell area. The run gives 0.827 for the area fraction of the dominant cell type after synthesis.

The worst VDD IR drop from the latest analysis is 0.00621 mV. The critical path endpoint category was an output port. With the aggregate global-route resource usage at 0.0590, the number of port buffers is 196. The floorplan step set the die height to 142 um. The critical setup path kind is input pin to output port.

Data on the critical path is required at its endpoint by 18.48 ns. The synthesized netlist was found by Yosys to have 72 cells. The wire length of the first global-routing pass is 9560 um. The most common logic cells in the final layout are sky130_fd_sc_hd__clkdlybuf4s50_1 (196), sky130_fd_sc_hd__mux2_4 (60), sky130_fd_sc_hd__mux2_2 (4).

The biggest area consumer among synthesized cells is sky130_fd_sc_hd__mux2_4. Per the layout report, the design carries 0 clock buffers. The per-cell via count in the routed design was 3.08. The run gives 0.0202 mm^2 for the full die area. Counting pins that exceed their max-slew limit in the final report gives 0. The final power report lists total power as 0.0495 mW.

The detail-routed net length per standard cell works out to 14.9 um. The slew at the pin with the worst max-slew slack works out to 0.816 ns. Per the repair_timing log after CTS, setup buffers inserted total 0.

The run gives 0 as the number of antenna violations at the first check in global routing. Final-layout fill cell count: 1,565. The post-layout minimum cycle time was 11.83 ns; the violation count after the first detailed-route iteration was 14.

The run gives 0 as the remaining global-route overflow. With the number of flip-flops and latches at 0, the share of cells above drive strength 1 is 0.252. The die is 142 um wide.

In this run the mean area of a mapped cell was 15.1 um^2. Cell row count: 44. Highest-count logic cell in the final layout: sky130_fd_sc_hd__clkdlybuf4s50_1.

325 I/O pins were placed. The class of the tightest hold or removal check was input pin to output port. Summing all flip-flop and latch instances after layout gives 0 um^2. Post-synth design cell area: 0.00109 mm^2.
## final cells by class
class                           instances  area [um^2]  area share
Tap cell                              184          230      0.0728
Timing Repair Buffer                  197         1970       0.623
Multi-Input combinational cell         65          962       0.304
## metrics by stage
step	worst slack [ns]	area (um^2)	cells	hold WS, ns
floorplan	12.98	1090	72	9.34
global placement	11.16	3160	446	10.28
detailed placement	11.15	3160	446	10.28
CTS	11.15	3160	446	10.28
global route	11.14	3160	446	10.29
finish	11.27	3160	446	10.27
## power by group
part | total, mW | switching (mW) | leakage (nW) | internal (mW)
clock | 0 | 0 | 0 | 0
sequential | 0 | 0 | 0 | 0
combinational | 0.0495 | 0.00866 | 1.21 | 0.0408
total | 0.0495 | 0.00866 | 1.21 | 0.0408
## synth_stat cells (all sizes together)
library cell	count
buf	7
and4bb	1
mux2	64
## worst paths after layout
check | from | to | depth (start not counted)
setup / recovery | icode[0] | PC__Update[33] | 5
hold / removal | valM[53] | PC__Update[53] | 3
## per-layer routing
metal | GRT usage | routed length, um | part of all wire | up-vias
met2 | 0.0984 | 2980 | 0.45 | 125
met4 | 0 | 0 | 0 | 0
met3 | 0.0335 | 1080 | 0.16 | 0
met5 | 0 | 0 | 0 | -
met1 | 0.0684 | 2570 | 0.39 | 595
li1 | - | - | - | 655
## logic make-up after synthesis
logic type    after synthesis  synth area share
buf+inv                     7             0.121
mux                        64             0.868
simple gates                1            0.0115
## worst max-delay path, stage by stage
cell and delay [ns]:
sky130_fd_sc_hd__clkdlybuf4s50_1 0.47, sky130_fd_sc_hd__and4bb_4 0.53, sky130_fd_sc_hd__buf_4 0.68, sky130_fd_sc_hd__mux2_4 0.36, sky130_fd_sc_hd__clkdlybuf4s50_1 0.49
Power figures rest on the tool's default switching activity, not on a simulated workload.
